**design/flow/config.mk**
```make
export PLATFORM = sky130hd
export DESIGN_NAME = FixMul
export DESIGN_NICKNAME = FixMul
export VERILOG_FILES = /design/flow/design.v
export SDC_FILE = /design/flow/constraint.sdc
export NUM_CORES = 4
export LEC_CHECK = 1
export CORE_UTILIZATION = 50
```
**design/flow/constraint.sdc**
```tcl
current_design FixMul

set clk_period 25.4
set clk_io_pct 0.2

create_clock -name clk0 -period $clk_period

set non_clock_inputs [all_inputs -no_clocks]
set_input_delay [expr $clk_period * $clk_io_pct] -clock clk0 $non_clock_inputs
set_output_delay [expr $clk_period * $clk_io_pct] -clock clk0 [all_outputs]
```
**design/flow/design.v**
```verilog
module FixAdd (
	input				en,
	output				done,
	input		[15:0]	a,
	input		[15:0]	b,
	output		[15:0]	out
);
	assign	out = $signed(a) + $signed(b);
	assign	done = en;
endmodule
module FixSub (
	input				en,
	output				done,
	input		[15:0]	a,
	input		[15:0]	b,
	output		[15:0]	out
);
	assign	out = $signed(a) - $signed(b);
	assign	done = en;
endmodule
module FixMul (
	input				en,
	output				done,
	input		[15:0]	a,
	input		[15:0]	b,
	output		[15:0]	out
);
	wire	[15:0]	pp00 = (b[00]) ? a : 32'h0;
	wire	[15:0]	pp01 = (b[01]) ? a : 32'h0;
	wire	[15:0]	pp02 = (b[02]) ? a : 32'h0;
	wire	[15:0]	pp03 = (b[03]) ? a : 32'h0;
	wire	[15:0]	pp04 = (b[04]) ? a : 32'h0;
	wire	[15:0]	pp05 = (b[05]) ? a : 32'h0;
	wire	[15:0]	pp06 = (b[06]) ? a : 32'h0;
	wire	[15:0]	pp07 = (b[07]) ? a : 32'h0;
	wire	[15:0]	pp08 = (b[08]) ? a : 32'h0;
	wire	[15:0]	pp09 = (b[09]) ? a : 32'h0;
	wire	[15:0]	pp10 = (b[10]) ? a : 32'h0;
	wire	[15:0]	pp11 = (b[11]) ? a : 32'h0;
	wire	[15:0]	pp12 = (b[12]) ? a : 32'h0;
	wire	[15:0]	pp13 = (b[13]) ? a : 32'h0;
	wire	[15:0]	pp14 = (b[14]) ? a : 32'h0;
	wire	[15:0]	pp15 = (b[15]) ? a : 32'h0;
	wire	[31:0]	temp	= ( {~pp00[15], pp00[14:0]} <<  0 )
							+ ( {~pp01[15], pp01[14:0]} <<  1 )
							+ ( {~pp02[15], pp02[14:0]} <<  2 )
							+ ( {~pp03[15], pp03[14:0]} <<  3 )
							+ ( {~pp04[15], pp04[14:0]} <<  4 )
							+ ( {~pp05[15], pp05[14:0]} <<  5 )
							+ ( {~pp06[15], pp06[14:0]} <<  6 )
							+ ( {~pp07[15], pp07[14:0]} <<  7 )
							+ ( {~pp08[15], pp08[14:0]} <<  8 )
							+ ( {~pp09[15], pp09[14:0]} <<  9 )
							+ ( {~pp10[15], pp10[14:0]} << 10 )
							+ ( {~pp11[15], pp11[14:0]} << 11 )
							+ ( {~pp12[15], pp12[14:0]} << 12 )
							+ ( {~pp13[15], pp13[14:0]} << 13 )
							+ ( {~pp14[15], pp14[14:0]} << 14 )
							+ ( { pp15[15],~pp15[14:0]} << 15 )
							+ 32'h80010000;
	wire	overflow = temp[31:22] > 0;
	assign	out =	(temp[31]) ?  
						(overflow) ? 16'h8000 : {1'b1, temp[22:8]} 
					:			  
						(overflow) ? 16'h7FFF : {1'b0, temp[22:8]} ;
	assign	done = en;
endmodule
module FixDiv (
	input				clk,
	input				rst,
	input				en,
	output				done,
	input		[15:0]	a,
	input		[15:0]	b,
	output		[15:0]	out
);
	reg		[29:0]	dividend;
	reg		[14:0]	divider;
	reg		[4:0]	c;
	reg				a_sign, b_sign;
	reg		[15:0]	q;
	wire	[16:0]	sub = {1'b0, dividend[29:14]} - {2'b0, divider};
	always @(posedge clk) begin
		if (rst) begin
			c			<=	5'h0;
			dividend	<=	32'h0;
			q			<=	15'h0;
		end else begin
			if (c != 0) begin
				if ( c == 17 ) begin
					if (!en) begin
						c			<=	0;
					end
				end else if ( c == 16 )begin
					q			<=	(a_sign ^ b_sign) ? ~q + 1'b1 : q;
					if (!en) begin
						c			<=	0;
					end else begin
						c			<=	c + 1'b1;
					end
				end else begin
					q			<=	(q << 1) + !sub[16];
					if (!sub[16]) begin  
						dividend	<=	{sub[15:0], dividend[13:0], 1'b0};
					end else begin
						dividend	<=	{dividend[29:0], 1'b0};
					end
					c			<=	c + 1'b1;
				end
			end	else if (en) begin
				divider	<=	(b[15]) ? ~b + 1 : b;
				dividend<=	(a[15]) ? {16'h0, ~a + 16'b1} : a;
				b_sign	<=	b[15];
				a_sign	<=	a[15];
				q		<=	0;
				c		<=	1; 
			end
		end
	end
	assign	out = q;
	assign	done = (c >= 16);
endmodule
```
**design/flow/run.sh**
```bash
#!/bin/bash
# OpenROAD 26Q1-2900-gdf79404cd8, Yosys 0.63+post, stock flow scripts
make -C /OpenROAD-flow-scripts/flow DESIGN_CONFIG=/design/flow/config.mk WORK_HOME=/design/flow/orfs finish
```
==> flow_summary_export.csv <==
group,metric,value,unit
run_status,status,"finished, final reports clean",
sta,setup_viol,0,
synthesis,syn-instance-count,975,
hold_path,hold_depth,0,
routing,ant_nets,0,
synthesis,synthTopCellsByCount,"inv_1, fa_1, nand2_1, ha_1, and2_1",
run,maxCapViolCount,0,
synthesis,synth.top_cell.area_share,0.449,
critical_path,cp_data_arrival_time,15.14,ns
critical_path,max_stage_delay,1.00,ns
floorplanning,fp_util,0.517,
grt,grt_antenna_before_repair,0,
critical_path,start_kind,"input pin",
clock_tree,cts_hold_buf,0,
place,dpl.hpwl,14700,um
grt,grt_max_degree,17,
clock_tree,cts_setup_buffers,0,
critical_path,end_kind,"output port",
routing,vias_per_cell,5.29,
floorplanning,core,16100,um^2
synthesis,ys_types,61,
floorplanning,num_rows,46,
floorplanning,pin_count,50,
routing,drt-total-wl,18100,um
sta,max_freq,0.0494,GHz
grt,grt_usage,0.249,
layout,drive_above_1_share,0.0152,
synthesis,synth_top_cell_by_area,"fa_1",
sta,period_needed,20.22,ns
critical_path,cp_top_family,"adder cells",
sta,hold_viol_final,0,
sta,rsz0062_at_grt,"no",
synthesis,ys.warnings.count,0,
place,gp_congestion,0.850,
sta,setup_tns,0,ns
critical_path,cp.required,20.32,ns
place,portBuffers,48,
critical_path,path_buffers,7,
clock_tree,cts_resized,0,
routing,dr.pass1.iters,4,
routing,drc,0,
layout,fillCellCount,1519,
synthesis,ys_cells,975,
layout,flop_area,0,um^2
synthesis,synth_area_per_cell,8.51,um^2
critical_path,path_max_fanout,16,
sta,min_period_over_period,0.796,
routing,drt_iter0_markers,240,
critical_path,crit_top_cell,"fa_1",
synthesis,synthTopCellsByArea,"fa_1, ha_1, inv_1, nand2_1, and2_1",
sta,tightest_slew,0.806,ns
routing,diodes,0,
synthesis,netlist_area,8300,um^2
sta,relSlewSlack,0.461,
routing,vias,6353,
synthesis,ys_seq_frac,0,
run,warnings,32,
sta,final_max_slew_viol_count,0,
grt,grt_pass1_wl,31000,um
layout,final_cells,1202,
floorplanning,chip_area,17100,um^2
synthesis,top_cell,"inv_1",
layout,nClkBuffers,0,
critical_path,critical_path_class,"input pin to output port",
place,dp_cells,1202,
floorplanning,die_width,131,um
hold_path,min_path_type,"input pin to output port",
critical_path,crit_cells,32,
layout,area_growth,7.17,%
grt,grt_overflow,0,
critical_path,critPathSlowestCell,"clkdlybuf4s50_1",
routing,post_drt_wl_per_cell,15.0,um
synthesis,ys_area,8300,um^2
floorplanning,die_h,131,um
grt,grt_pass1_vias,6487,
layout,flop-count,0,
==> kinds of logic after synthesis <==
logic type	Yosys count	share of synthesized area
buffers and inverters	245	0.114
AND/OR/NAND/NOR	321	0.187
AND-OR/OR-AND	106	0.0853
adder cells (fa/ha/maj)	278	0.587
multiplexers	1	0.00121
XOR/XNOR	24	0.0253
==> path summary, 6_finish.rpt <==
| kind | startpoint | to | slack (ns) |
|---|---|---|---|
| max | a[9] | out[7] | 5.18 |
| min | en | done | 10.16 |
==> layer usage <==
| metal | share of wire | global-route usage |
|---|---|---|
| met3 | 0.036 | 0.0373 |
| met2 | 0.51 | 0.423 |
| met1 | 0.45 | 0.379 |
| met4 | 0.0048 | 0.0115 |
| met5 | 0 | 0 |
==> stage by stage <==
stage	hold WS [ns]	util	instance area, um^2	worst slack, ns
2_1_floorplan	10.23	-	8300	7.23
3_3_place_gp	10.16	0.554	8900	5.27
3_5_place_dp	10.16	0.554	8900	5.23
4_1_cts	10.16	0.554	8900	5.18
5_1_grt	10.16	0.554	8900	4.48
6_report	10.16	0.554	8900	5.18
==> cells in the final DEF, fill, tap and decap left out, drive strengths merged, types with 5 or more instances in the layout <==
cell           instances
a21o                   6
a21oi                 37
and2                  90
clkdlybuf4s50         48
fa                   186
ha                    92
inv                  206
nand2                175
nand2b                 6
nand3                  9
nor2                  12
nor3                  10
o211ai                 5
o21a                   6
o21ai                 19
xnor2                 13
xor2                  11
==> layout make-up <==
class / count / area (um^2) / area share
multi-input combinational: 730 / 7360 / 0.827
tap: 216 / 270 / 0.0304
timing repair buffer: 50 / 495 / 0.0557
inverter: 206 / 773 / 0.0869
