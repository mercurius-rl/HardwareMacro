==> flow/design.v <==
module IAdd (
	input				en,
	output				done,
	input		[15:0]	a,
	input		[15:0]	b,
	output		[15:0]	out
);
	assign	out = $signed(a) + $signed(b);
	assign	done = en;
endmodule
module ISub (
	input				en,
	output				done,
	input		[15:0]	a,
	input		[15:0]	b,
	output		[15:0]	out
);
	assign	out = $signed(a) - $signed(b);
	assign	done = en;
endmodule
module IMul (
	input				en,
	output				done,
	input		[15:0]	a,
	input		[15:0]	b,
	output		[15:0]	out
);
	wire	[15:0]	pp00 = (b[00]) ? a : 32'h0;
	wire	[15:0]	pp01 = (b[01]) ? a : 32'h0;
	wire	[15:0]	pp02 = (b[02]) ? a : 32'h0;
	wire	[15:0]	pp03 = (b[03]) ? a : 32'h0;
	wire	[15:0]	pp04 = (b[04]) ? a : 32'h0;
	wire	[15:0]	pp05 = (b[05]) ? a : 32'h0;
	wire	[15:0]	pp06 = (b[06]) ? a : 32'h0;
	wire	[15:0]	pp07 = (b[07]) ? a : 32'h0;
	wire	[15:0]	pp08 = (b[08]) ? a : 32'h0;
	wire	[15:0]	pp09 = (b[09]) ? a : 32'h0;
	wire	[15:0]	pp10 = (b[10]) ? a : 32'h0;
	wire	[15:0]	pp11 = (b[11]) ? a : 32'h0;
	wire	[15:0]	pp12 = (b[12]) ? a : 32'h0;
	wire	[15:0]	pp13 = (b[13]) ? a : 32'h0;
	wire	[15:0]	pp14 = (b[14]) ? a : 32'h0;
	wire	[15:0]	pp15 = (b[15]) ? a : 32'h0;
	wire	[31:0]	temp	= ( {~pp00[15], pp00[14:0]} <<  0 )
							+ ( {~pp01[15], pp01[14:0]} <<  1 )
							+ ( {~pp02[15], pp02[14:0]} <<  2 )
							+ ( {~pp03[15], pp03[14:0]} <<  3 )
							+ ( {~pp04[15], pp04[14:0]} <<  4 )
							+ ( {~pp05[15], pp05[14:0]} <<  5 )
							+ ( {~pp06[15], pp06[14:0]} <<  6 )
							+ ( {~pp07[15], pp07[14:0]} <<  7 )
							+ ( {~pp08[15], pp08[14:0]} <<  8 )
							+ ( {~pp09[15], pp09[14:0]} <<  9 )
							+ ( {~pp10[15], pp10[14:0]} << 10 )
							+ ( {~pp11[15], pp11[14:0]} << 11 )
							+ ( {~pp12[15], pp12[14:0]} << 12 )
							+ ( {~pp13[15], pp13[14:0]} << 13 )
							+ ( {~pp14[15], pp14[14:0]} << 14 )
							+ ( { pp15[15],~pp15[14:0]} << 15 )
							+ 32'h80010000;
	wire	overflow = temp[31:15] > 0;
	assign	out =	(temp[31]) ?  
						(overflow) ? 16'h8000 : {1'b1, temp[14:0]} 
					:			  
						(overflow) ? 16'h7FFF : {1'b0, temp[14:0]} ;
	assign	done = en;
endmodule
module IDiv (
	input				clk,
	input				rst,
	input				en,
	output				done,
	input		[15:0]	a,
	input		[15:0]	b,
	output		[15:0]	out,
	output		[15:0]	rem
);
	reg		[29:0]	dividend;
	reg		[14:0]	divider;
	reg		[4:0]	c;
	reg				a_sign, b_sign;
	reg		[15:0]	q;
	wire	[16:0]	sub = {1'b0, dividend[29:14]} - {2'b0, divider};
	always @(posedge clk) begin
		if (rst) begin
			c			<=	5'h0;
			dividend	<=	32'h0;
			q			<=	15'h0;
		end else begin
			if (c != 0) begin
				if ( c == 17 ) begin
					if (!en) begin
						c			<=	0;
					end
				end else if ( c == 16 )begin
					q			<=	(a_sign ^ b_sign) ? ~q + 1'b1 : q;
					if (!en) begin
						c			<=	0;
					end else begin
						c			<=	c + 1'b1;
					end
				end else begin
					q			<=	(q << 1) + !sub[16];
					if (!sub[16]) begin  
						dividend	<=	{sub[15:0], dividend[13:0], 1'b0};
					end else begin
						dividend	<=	{dividend[29:0], 1'b0};
					end
					c			<=	c + 1'b1;
				end
			end	else if (en) begin
				divider	<=	(b[15]) ? ~b + 1 : b;
				dividend<=	(a[15]) ? {16'h0, ~a + 16'b1} : a;
				b_sign	<=	b[15];
				a_sign	<=	a[15];
				q		<=	0;
				c		<=	1; 
			end
		end
	end
	assign	out = q;
	assign	rem = {3'b0, dividend[29:15]};
	assign	done = (c >= 16);
endmodule
==> flow/run.sh <==
#!/bin/bash
# OpenROAD 26Q1-2900-gdf79404cd8, Yosys 0.63+post, stock flow scripts
make -C /OpenROAD-flow-scripts/flow DESIGN_CONFIG=/design/flow/config.mk WORK_HOME=/design/flow/orfs finish
==> flow/config.mk <==
export PLATFORM = sky130hd
export DESIGN_NAME = IDiv
export DESIGN_NICKNAME = IDiv
export VERILOG_FILES = /design/flow/design.v
export SDC_FILE = /design/flow/constraint.sdc
export NUM_CORES = 4
export LEC_CHECK = 1
export CORE_UTILIZATION = 40
==> flow/constraint.sdc <==
current_design IDiv

set clk_period 7.3
set clk_io_pct 0.2

create_clock -name clk0 -period $clk_period [get_ports {clk}]

set non_clock_inputs [all_inputs -no_clocks]
set_input_delay [expr $clk_period * $clk_io_pct] -clock clk0 $non_clock_inputs
set_output_delay [expr $clk_period * $clk_io_pct] -clock clk0 [all_outputs]
==> results.tsv <==
stage	metric	value	unit
setup_path	critPathArrivalTime	3530	ps
final_timing	relSlewSlack	39.3	%
final_layout	final_common_cell	clkdlybuf4s50_1	
setup_path	crit_fanout	14	
setup_path	cp_num_buf_inv	1	
synth	synth_cells	570	
place	gp_congestion	0.869	
clocking	cts_sinks	68	
setup_path	startpoint_type	input pin	
synth	netlist_area	4610	sq um
floorplanning	num_rows	38	
final_timing	worst_pin_slew	907	ps
final_layout	final_util	50.1	%
floorplanning	coreArea	11000	sq um
worst_hold_path	hp-class	reg2reg	
route	wirelength	10.7	mm
synth	avgSynthCellArea	8.09	sq um
worst_hold_path	hp-start	dividend[13]	
floorplanning	die-area	12000	sq um
grt	grtUsageTotal	18.8	%
setup_path	rr_worst_depth	10	
clocking	numCtsBuffers	9	
final_layout	syn_to_final_growth	19.9	%
synth	yosys-stat-cells	570	
synth	async_flop_share	0	%
pwr	p_leak	2.09	nW
setup_path	r2r_start	dividend[14]	
setup_path	cpMaxStageDelayCell	nor2_1	
place	hpwl	7.84	mm
floorplanning	chipWidth	109	um
grt	grt_pass1_vias	3552	
final_timing	rsz0062_at_grt	false	
final_timing	hold_slack	453	ps
run	drv_cap	0	
pwr	p_int	0.774	mW
synth	edf_count	17	
grt	antenna_found_initial	0	
final_timing	finalHoldViolCount	0	
final_layout	final_cell_mix	66 x clkdlybuf4s50_1, 52 x nand2_1, 51 x dfxtp_1	
clocking	cts_hold_buf	0	
pwr	ir_drop	0.0962	mV
final_layout	stdcell_count	753	
pwr	seq_power_share	40.1	%
setup_path	cp.required	7540	ps
final_timing	slew_violations	0	
setup_path	crit_start	en	
pwr	power	1.09	mW
final_timing	tns	0	ps
clocking	cts_max_level	3	
clocking	cts_resized	0	
grt	grt_max_degree	42	
final_layout	drive_gt1_share	4.89	%
setup_path	crit_cells	7	
place	port_buffers	66	
pwr	powerDensity	197	nW/um^2
synth	synth.distinct_cells	63	
setup_path	endpoint_kind	flip-flop	
floorplanning	fp_util	41.8	%
synth	numSynthFlops	68	
final_timing	fin_crit	3290	ps
clocking	cts_max_path_buffers	2	
route	viasPerCell	5.53	
pwr	p_clk_share	36.5	%
synth	synth_warnings	1	
floorplanning	die_y	109	um
place	placed_cells	737	
synth	ys.flop_type	dfxtp_1	
grt	grt.overflow.total	0	
final_timing	clock_skew	11.4	ps
route	drc	0	
final_timing	fin_crit_sh	45.1	%
route	wl_per_cell	14.2	um
clocking	tritoncts	built	
setup_path	path_cells	clkdlybuf4s50_1, nand2b_1, a22o_1, nand2_1, nor2_1, a32oi_1, o31ai_1	
route	antenna_cells	0	
clocking	clk_pin_slew	50	ps
final_timing	setup_violations	0	
clocking	cts_setup_buffers	0	
pwr	pwr-share-comb	23.4	%
status	outcome	finished, final reports clean	
synth	yosys_area	4610	sq um
pwr	switching_share	28.9	%
route	first_pass_iters	4	
route	route.vias.total	4167	
setup_path	path_delay_family	simple AND/OR/NAND/NOR gates	
final_timing	timing.fmax	304	MHz
clocking	clockRootBuffer	clkbuf_16	
clocking	clock.latency.late_pin	330	ps
floorplanning	boundaryPins	68	
setup_path	crit_type	in2reg	
route	drt_iter0_drc	234	
pwr	power.net_switching	0.315	mW
worst_hold_path	hold_depth	2	
synth	postSynthSeqShare	33.2	%
grt	grt_first_pass_wirelength	17.6	mm
route	ant_nets	0	
setup_path	max_stage_delay	790	ps
run	warning_count	27	
-- stage by stage --
step	cell area (sq um)	worst slack, ps
5_1_grt	5530	3730
3_3_place_gp	5260	3780
3_5_place_dp	5260	3720
4_1_cts	5530	4050
2_1_floorplan	4610	3500
6_report	5530	4010
-- flip-flops by register name, indices dropped and copies added, names as in the netlist --
signal	count
dividend	30
q	16
divider	15
c	5
a_sign	1
b_sign	1
-- layer usage --
layer  up-vias  share of wire, %  track usage (%)
met5         -                 0                0
met2       126                41             26.1
li1       2148                 -                -
met4         0                 0             2.19
met3         0               6.3             2.96
met1      1893                53             32.1
-- worst register-to-register path, stage by stage (launching register included) --
cell,delay [ps]
dfxtp_1,310
inv_1,70
ha_1,150
inv_1,50
fa_1,400
a21o_1,210
a21oi_2,210
o31a_1,300
o31a_1,620
or4_1,210
o211ai_1,80
-- cells in the mapped netlist, types with 4 or more instances --
cell type	n	area, sq um
and3_1	6	37.5
a21oi_1	42	210
nand2_1	52	195
ha_1	21	263
xnor2_1	24	210
o31ai_1	10	75.1
buf_2	4	20.0
nor2_1	48	180
xor2_1	13	114
dfxtp_1	51	1020
nand3_1	29	145
a32oi_1	9	78.8
a211oi_1	9	67.6
nor3_1	22	110
a31oi_1	6	37.5
o21bai_1	4	30.0
nand2b_1	12	75.1
o21a_1	4	30.0
buf_4	17	128
inv_1	31	116
a21o_1	11	82.6
a311oi_1	5	43.8
o21ai_0	24	120
o211ai_1	10	75.1
o32ai_1	4	35.0
edfxtp_1	17	510
a22oi_1	5	37.5
clkbuf_1	22	82.6
or4_1	5	37.5
-- worst paths after layout --
kind / slack [ps] / end
max reg2reg: 4560 / dividend[15]
max: 4010 / dividend[25]
min reg2reg: 450 / dividend[13]
min: 450 / dividend[13]
-- final cells by class --
cell class	count	area, sq um
Inverter	31	116
Fill cell	1052	5500
Sequential cell	68	1530
Clock buffer	14	264
Clock inverter	2	10.0
Tap cell	140	175
Multi-Input combinational cell	427	2740
Timing Repair Buffer	71	698
-- cell families after synthesis --
family                     after synthesis  synth area share (%)
AOI/OAI and AO/OA                      165                  24.4
xor gates and xnor gates                37                  7.02
adders and majority gates               22                  6.13
buffers and inverters                   75                  7.62
DFF                                     68                  33.2
muxes                                    3                 0.651
other                                    1                0.0813
and+or+nand+nor                        199                  20.9
-- power groups by stage --
stage	Clock [mW]	Combinational, mW	Sequential [mW]
final	0.397	0.255	0.437
after global routing	0.424	0.291	0.441
after CTS	0.405	0.256	0.437
Power is estimated from default activity; no workload was simulated.
